`/design/flow/design.v`:
```
module CustomVect #(parameter STG  = 12,parameter SIZE = 16,parameter INT  = 4,parameter FRAC = 12) 
 ( 
    input                                     clk,
    input                                   rst_n,
    input                                   start,  
    input          signed [SIZE-1:0]          RIn, 
    output logic   signed [SIZE-1:0]         RInv,
    output logic                             done
);
logic  signed     [SIZE-1:0]    X_reg;
logic  signed     [SIZE-1:0]    Y_reg;
logic  signed     [SIZE-1:0] RInv_reg;
logic  signed     [SIZE-1:0]  X_shift;
logic                         Y_sign;
logic            [3:0]     itr_count;
always @(posedge clk , negedge rst_n) begin
  if(!rst_n)begin
    itr_count <=0;
    done      <=0;
    X_reg     <=0;
    Y_reg     <=0;
    RInv_reg  <=0;
    itr_count <= STG;
end  else if(start) begin
    X_reg  <=   RIn;
    Y_reg  <=16'h1000;
itr_count  <=    0;
    done   <=    0;
 RInv_reg  <=    0;
end else begin
    done <=0;
    if(itr_count != STG) begin
      Y_reg <= Y_sign ? Y_reg  + X_shift : Y_reg - X_shift;
   RInv_reg <= Y_sign ? RInv_reg - (16'h1000>>>itr_count) : RInv_reg + (16'h1000>>>itr_count);
            if(itr_count == STG-1) begin
                     done <=   1;
                itr_count <= STG;
          end else begin
                itr_count <= itr_count +1;
                done <= 0;
            end
    end
  end
end
  assign X_shift    = X_reg>>>itr_count;                  
  assign Y_sign     = Y_reg[SIZE-1];                      
  assign RInv       = RInv_reg;
endmodule
module RinvrMatrix #(parameter STG  = 12,parameter SIZE = 16,parameter INT  = 4,parameter FRAC = 12) 
  (
    input                                        clk,
    input                                      rst_n, 
    input                                      start, 
    input  logic                           Rinv_Read, 
    input logic signed [SIZE-1:0]             RIn_00,
    input logic signed [SIZE-1:0]             RIn_11,
    input logic signed [SIZE-1:0]             RIn_22,
    input logic signed [SIZE-1:0]             RIn_01,
    input logic signed [SIZE-1:0]             RIn_02,
    input logic signed [SIZE-1:0]             RIn_12,
    output logic                         Rinv_Finish,
    output logic                     Rinv_Mat_DnLoad,
    output logic signed [SIZE-1:0]         R_invElem               
);
 logic [SIZE-1:0] matrix_internal [0:2][0:2];         
  logic   signed [SIZE-1:0]         RInv_00;
  logic   signed [SIZE-1:0]         RInv_11;
  logic   signed [SIZE-1:0]         RInv_22;
  logic   signed [SIZE-1:0]         Rcalc_01;
  logic   signed [SIZE-1:0]         Rcalc_02;
  logic   signed [SIZE-1:0]         Rcalc_12;
  logic   signed [SIZE-1:0]         R_invElem_reg;
 integer                                     i;
 integer                                     j;
  logic        [1:0]                   count_i;
  logic        [1:0]                   count_j;
  logic        [2:0]                   shift_en;
  logic                                   done1;
  logic                                   done2;
  logic                                   done3;
  logic                           Rinv_Dn_calc ;
  logic  signed  [(3*SIZE)-1:0]         Rmul_01;                    
  logic  signed  [(3*SIZE)-1:0]         Rmul_12;
  logic  signed  [(5*SIZE)-1:0]       Rmul_02_1;
  logic  signed  [(3*SIZE)-1:0]      Rmul_02_48;
  logic  signed  [SIZE-1:0]         Rmul_02_fin;            
logic  signed  [(2*SIZE)-1:0]        Rmul_01_com;
logic  signed  [(2*SIZE)-1:0]        rmul_01_reg;
logic  signed  [(2*SIZE)-1:0]        Rmul_12_com;
logic  signed  [(2*SIZE)-1:0]        rmul_12_reg;
logic  signed  [(2*SIZE)-1:0]        Rmul_02_1_com;
logic  signed  [(2*SIZE)-1:0]        rmul_02_1_reg;
logic  signed  [(2*SIZE)-1:0]        Rmul_02_48_com;
logic  signed  [(2*SIZE)-1:0]        rmul_02_48_reg;
logic  signed  [(2*SIZE)-1:0]        Rmul_12_Mreg;
 CustomVect r00 (.clk(clk),.rst_n(rst_n),.RInv(RInv_00),.RIn(RIn_00),.done(done1),.start(start));
 CustomVect r11 (.clk(clk),.rst_n(rst_n),.RInv(RInv_11),.RIn(RIn_11),.done(done2),.start(start));
 CustomVect r22 (.clk(clk),.rst_n(rst_n),.RInv(RInv_22),.RIn(RIn_22),.done(done3),.start(start));
logic                              RInv_Enable;
assign RInv_Enable = (done1 && done2 && done3);
  always @(posedge clk or negedge rst_n) begin
    if (!rst_n) begin                               
       for (i = 0; i < 3 ; i++) begin                      
        for (j =0; j < 3; j++) begin
            matrix_internal[i][j] <= 16'h0000;
      end
          end
             Rcalc_01      <= 0;
             Rcalc_12      <= 0;
             Rcalc_02      <= 0;
             R_invElem_reg <='h0000;
             Rinv_Finish   <= 0;
             Rinv_Dn_calc  <= 0;
             count_i       <= 0;
             count_j       <= 0;
             Rinv_Mat_DnLoad  <= 0;
             rmul_01_reg<=0;
    end else if(shift_en[0]) begin       
         Rcalc_01        <= Rmul_01;
         Rcalc_12        <= Rmul_12;
         Rcalc_02        <= Rmul_02_fin; 
         Rinv_Dn_calc    <=1; 
         Rinv_Mat_DnLoad <=0;
         Rinv_Finish     <=0;
         count_i         <=0;
         count_j         <=0;
         R_invElem_reg   <=0;
 end else if (Rinv_Dn_calc ) begin
        matrix_internal[0][0]  <= RInv_00 ;
        matrix_internal[0][1]  <= -Rcalc_01;
        matrix_internal[0][2]  <= Rcalc_02;
        matrix_internal[1][0]  <= 16'h0000;
        matrix_internal[1][1]  <= RInv_11 ;
        matrix_internal[1][2]  <= -Rcalc_12;
        matrix_internal[2][0]  <= 16'h0000;
        matrix_internal[2][1]  <= 16'h0000;        
        matrix_internal[2][2]  <= RInv_22 ;
        Rinv_Mat_DnLoad        <= 1;
        Rinv_Dn_calc           <= 0;
        Rinv_Finish            <= 0;
        Rinv_Dn_calc           <= 0;
        count_i                <= 0;
        count_j                <= 0;
        R_invElem_reg          <= 0;
    end else if (Rinv_Read) begin
     if(!Rinv_Finish) begin
               R_invElem_reg <= matrix_internal[count_i][count_j];
   if ( (count_i == 2'b10 ) && (count_j == 2'b10) ) begin
                Rinv_Finish <= 1;
      end else if(count_j==2'b10) begin
                    count_i <=count_i+1;
                    count_j <='0;
      end else begin
                    count_j <=count_j+1;    
      end
     end 
  end
  end
  assign R_invElem        = R_invElem_reg;
  assign Rmul_01_com      = ($signed((RIn_01))        * $signed((RInv_11))   >>> 12);
  assign Rmul_01          = ($signed((rmul_01_reg))   * $signed((RInv_00))   >>> 12);
  assign Rmul_12_com      = ($signed((RIn_12))        * $signed((RInv_22)) ) >>> 12;
  assign Rmul_12          = ($signed((rmul_12_reg))   * $signed((RInv_11)) ) >>> 12;
  assign Rmul_02_1_com    = (($signed( Rmul_12_Mreg)   * $signed(RIn_01))) >>> 12;
  assign Rmul_02_1        = ( $signed(rmul_02_1_reg)   * $signed(RInv_00)) >>> 12;
  assign Rmul_02_48_com   = ($signed(RIn_02)         * $signed(RInv_22)) >>> 12;
  assign Rmul_02_48       = ($signed(rmul_02_48_reg) * $signed(RInv_00)) >>> 12;
  assign Rmul_02_fin      =  Rmul_02_1[15:0]  -  Rmul_02_48[15:0] ; 
   always @(posedge clk or negedge rst_n) begin
    if (!rst_n) begin  
           rmul_01_reg    <= 0;
           rmul_12_reg    <= 0;
           rmul_02_1_reg  <= 0;
           Rmul_12_Mreg   <= 0;
           rmul_02_48_reg <= 0;
           shift_en       <= 0;
      end
      else begin
        shift_en       <= {RInv_Enable,shift_en[2:1]};
        rmul_01_reg    <= Rmul_01_com;
        rmul_12_reg    <= Rmul_12_com;
        rmul_02_1_reg  <= Rmul_02_1_com;
        Rmul_12_Mreg   <= Rmul_12;
        rmul_02_48_reg <= Rmul_02_48_com;
      end
    end           
endmodule
```
`/design/flow/constraint.sdc`:
```
current_design RinvrMatrix

set clk_period 12.5
set clk_io_pct 0.2

create_clock -name clk0 -period $clk_period [get_ports {clk}]

set non_clock_inputs [all_inputs -no_clocks]
set_input_delay [expr $clk_period * $clk_io_pct] -clock clk0 $non_clock_inputs
set_output_delay [expr $clk_period * $clk_io_pct] -clock clk0 [all_outputs]
```
`/design/flow/run.sh`:
```
#!/bin/bash
# OpenROAD 26Q1-2900-gdf79404cd8, Yosys 0.63+post, stock flow scripts
make -C /OpenROAD-flow-scripts/flow DESIGN_CONFIG=/design/flow/config.mk WORK_HOME=/design/flow/orfs finish
```
`/design/flow/config.mk`:
```
export PLATFORM = sky130hd
export DESIGN_NAME = RinvrMatrix
export DESIGN_NICKNAME = RinvrMatrix
export VERILOG_FILES = /design/flow/design.v
export SDC_FILE = /design/flow/constraint.sdc
export NUM_CORES = 4
export LEC_CHECK = 1
export CORE_UTILIZATION = 50
```
==> job_summary.md <==
## Synthesis and layout report

| Metric | Value |
|---|---|
| Status | `complete, no violations` |
| I/O Pins | `118` |
| CTS buffer count | `49` |
| Die width | `approximately 400 µm` |
| Fin crit share | `0.753` |
| CTS tree | `built` |
| Die ar. | `0.165 mm²` |
| Worst setup startpoint | `r00.RInv_reg[2]` |
| Number of vias per cell | `around 5.2` |
| Insertion Delay late pin | `about 0.65 ns` |
| Least-Margin Pin Slew | `about 0.88 ns` |
| Worst Min Path Start | `shift_en[1]` |
| Final estimated routing congestion in global placement | `around 0.94` |
| Final Hold Vio Count | `0` |
| Share of flip-flops with an asynchronous set or reset | `1.00` |
| Largest net degree at the start of global routing | `between 100 and 150` |
| Setup-failing EPs final | `0` |
| Worst relative slew slack | `0.411` |
| Number of flip-flops in the largest register | `roughly 80` |
| Fp_density | `0.503` |
| Cts hold-fix bufs | `0` |
| Setup CP Type | `reg2reg` |
| Worst stage delay on the critical path | `0.64 ns` |
| Synth Warn # | `approximately 67` |
| Antenna violations before repair | `12` |
| Post-CTS Setup Inserts | `0` |
| Die Y-Extent | `around 400 µm` |
| Worst path bufs/invs | `5` |
| Reg2reg start | `r00.RInv_reg[2]` |
| Routed WL | `193 mm` |
| Worst hold margin | `0.352 ns` |
| Router iterations before antenna repair | `6` |
| Crit-path max FO | `33` |
| Detailed-route via count | `about 57000` |
| CP endpoint kind | `flip-flop` |
| Core Box Area | `between 0.15 and 0.2 mm²` |
| Fin crit period | `around 9.4 ns` |
| Antenna-violating nets left | `0` |
| Worst min path class | `reg2reg` |
| Routed len/inst | `about 18 µm` |
| DR DRC count | `0` |
| Yosys cell types | `96` |
| I/O Buffers | `117` |
| FF+latch area | `between 0.009 and 0.01 mm²` |
| Number of DRC markers in iteration 0 | `around 2800` |
| Synth Instances | `8895` |
| Layout cells sized above 1 | `0.0519` |
| Clock transition at path regs | `0.06 ns` |
| Htree depth | `2` |
| Crit path top cell by count | `fa_1` |
| Max-slew violations | `0` |
| Clk root buf | `clkbuf_16` |
| Mapped Area | `between 0.08 and 0.09 mm²` |
| CP required | `~13 ns` |
| Post-synth seq share | `0.117` |
| Flip-flops with a built-in enable | `0` |
| Setup Total Neg Slack | `0 ns` |
| Largest register by flop count | `matrix_internal` |
| Top-area cell share | `0.399` |
| PostCTS Resize Cnt | `0` |
| Max Fclk | `0.106 GHz` |
| GRT Total Usage | `0.267` |
| Global-route wire length before repair | `approximately 320 mm` |
| Vias in the first global route | `a little over 60000` |
| Top cells by count | `1886 x inv_1, 1630 x fa_1, 1304 x nand2_1` |
| Crit start category | `flip-flop` |
| CP top delay family | `adder cells` |
| Post-DP HPWL | `150 mm` |
| Crit path max-delay cell type | `dfrtp_1` |
| Most common cell in the netlist | `inv_1` |
| Combinational gate area | `between 0.06 and 0.07 mm²` |
| Synthesized flop and latch total | `381` |
| Clock tree sinks | `about 380` |
| Tool Warnings | `about 40` |
| Final Skew | `0.0310 ns` |
| GR Overflow Total | `0` |
| Top flop regs | `matrix_internal: 80 flops, Rmul_12_Mreg: 24 flops` |
| Post-synth top area cell | `fa_1` |
| Synthesis area per yosys | `roughly 0.082 mm²` |
| Ys cells | `about 9000` |
| Filler cells | `14524` |
| Clock Tree Buf Depth | `3` |
| RSZ-0062 raised after global routing | `no` |
| Max_cap viols | `0` |
| Top_reg_cell synth | `dfrtp_1` |
| Worst EP arrival | `about 10 ns` |
| Mean Syn Cell Area | `a little over 9 µm²` |
| Area Overhead vs Synth | `6.25%` |
| Main area contributors | `fa_1 40%, dfrtp_1 11%, ha_1 9.5%, inv_1 8.7%, nand2_1 6.0%` |
| Rows | `~150` |
[path summary, 6_finish.rpt]
| check | end | slack (ns) | depth (start not counted) |
|---|---|---|---|
| hold reg to reg | shift_en[0] | 0.35 | 0 |
| setup reg to reg | Rcalc_02[15] | 3.09 | 30 |
| setup / recovery | Rcalc_02[15] | 3.09 | 30 |
| max in group asynchronous | Rmul_12_Mreg[22] | 8.39 | 4 |
| hold / removal | shift_en[0] | 0.35 | 0 |
| min in group asynchronous | r00.Y_reg[11] | 1.78 | 1 |
[layout make-up]
class,instances,share of cell area
timing repair buffer,260,0.0261
sequential,381,0.110
antenna,2,0.0000576
clock inverter,24,0.00353
inverter,1891,0.0817
multi-input combinational,6200,0.731
clock buffer,67,0.0162
tap,2175,0.0313
[stage by stage]
stage	worst slack [ns]	util	instance area, µm²	std cells
after floorplan	4.10	-	81700	8895
after global placement	2.58	0.524	85100	10907
after detailed placement	2.60	0.524	85100	10907
after CTS	3.15	0.534	86800	10998
after global routing	2.61	0.534	86800	10999
final	3.09	0.534	86800	11000
[cell families (layout without fill, tap and decap cells)]
kind of cell,Yosys count,after routing,share of synthesized area
other cells,0,2,0
simple gates,2664,2664,0.155
compound gates,744,744,0.0577
buf+inv,2314,2242,0.107
fa+ha+maj,2250,2250,0.494
mux,220,220,0.0350
flops,381,381,0.117
xor+xnor,322,322,0.0348
[layer usage]
metal	global-route usage	vias to the layer above	wire (µm)
li1	-	26583	-
met1	0.413	28396	84900
met2	0.389	1730	86900
met3	0.104	203	18000
met4	0.0383	22	3460
met5	0.00178	-	115
[placed cells by master, fill, tap and decap left out, types with 14 or more instances in the layout]
| master | Yosys | layout |
|---|---|---|
| dfrtp_1 | 375 | 374 |
| mux2_2 | 149 | 149 |
| o21bai_1 | 15 | 15 |
| a21oi_1 | 257 | 256 |
| nand2b_1 | 99 | 98 |
| and2_1 | 673 | 673 |
| a21o_1 | 52 | 52 |
| nor3b_1 | 18 | 18 |
| nand4_1 | 14 | 14 |
| o21ai_0 | 148 | 148 |
| mux4_2 | 32 | 32 |
| nor2b_1 | 51 | 51 |
| a211oi_1 | 29 | 29 |
| nand2_1 | 1304 | 1304 |
| and3_1 | 18 | 18 |
| or3_1 | 18 | 18 |
| nand3_1 | 46 | 46 |
| buf_4 | 2 | 142 |
| a31oi_1 | 25 | 25 |
| mux2i_1 | 31 | 31 |
| a222oi_1 | 16 | 16 |
| clkdlybuf4s50_1 | 0 | 115 |
| xnor2_1 | 227 | 227 |
| nor2_1 | 292 | 292 |
| xor2_1 | 93 | 93 |
| ha_1 | 620 | 620 |
| a22o_1 | 22 | 22 |
| a22oi_1 | 23 | 23 |
| o21a_1 | 42 | 42 |
| fa_1 | 1630 | 1630 |
| inv_1 | 1886 | 1886 |
| nor3_1 | 70 | 70 |
| clkbuf_16 | 0 | 50 |
| a211o_1 | 15 | 15 |
