## design/flow/design.v

```verilog
module MulMatrix #(parameter STG  = 12,parameter SIZE = 16,parameter INT  = 4,parameter FRAC = 12) 
  (
    input                              clk,
    input                              rst_n, 
    input                              write, 
    input logic signed [SIZE-1:0]      R_invElem,
    input logic signed [SIZE-1:0]      Q_TElem,
    input logic                        start_Mul, 
    input logic                        read_mul, 
    output logic                       QTxR_Dn_load,
    output logic                       Dn_out_Mul,
    output logic                       finish_Mul,
    output logic signed [SIZE-1:0]     QTxRInv_Elem
);
 logic [SIZE-1:0]      Q_matInternal    [0:2][0:2];         
 logic [SIZE-1:0]      RInv_matInternal [0:2][0:2];         
 logic [(SIZE*2)-1:0]  QTxRInv_Internal [0:2][0:2];        
integer                                  I,J;
logic             [1:0]             wcount_i;
logic             [1:0]             wcount_j;
logic             [1:0]              count_i;
logic             [1:0]              count_j;
always @(posedge clk or negedge rst_n) begin
    if (!rst_n) begin
      for (I = 0; I < 3 ; I++) begin                      
        for (J =0; J < 3; J++) begin
            Q_matInternal    [I][J] <=0;
            RInv_matInternal [I][J] <=0;
            QTxRInv_Internal [I][J] <=0;
        end
      end
            count_i      <=0;
            count_j      <=0;
            wcount_j     <=0;
            wcount_i     <=0;
            QTxR_Dn_load <=0;
            Dn_out_Mul   <=0;
            finish_Mul   <=0;
            QTxRInv_Elem <=0;
  end else if(write) begin
            Q_matInternal    [wcount_i][wcount_j] <= Q_TElem;
            RInv_matInternal [wcount_i][wcount_j] <= R_invElem;
            QTxR_Dn_load                          <= 0;
             Dn_out_Mul                           <= 0;
         if ( (wcount_i == 2'b10) && (wcount_j == 2'b10) ) 
                    QTxR_Dn_load  <= 1;  
         if (wcount_j == 2'b10) begin
              wcount_j <='b0;
              wcount_i <= wcount_i+1;
      end else 
              wcount_j <= wcount_j+1;
  end else if (start_Mul) begin
  	    QTxRInv_Internal[0][0]  <= $signed(Q_matInternal[0][0]) * $signed(RInv_matInternal[0][0]) + $signed(Q_matInternal[1][0]) * $signed(RInv_matInternal[0][1]) +$signed(Q_matInternal[2][0]) * $signed(RInv_matInternal[0][2])  ;
        QTxRInv_Internal[0][1]  <= $signed(Q_matInternal[0][1]) * $signed(RInv_matInternal[0][0]) + $signed(Q_matInternal[1][1]) * $signed(RInv_matInternal[0][1]) + $signed(Q_matInternal[2][1]) * $signed(RInv_matInternal[0][2]) ;
        QTxRInv_Internal[0][2]  <= $signed(Q_matInternal[0][2]) * $signed(RInv_matInternal[0][0]) + $signed(Q_matInternal[1][2]) * $signed(RInv_matInternal[0][1]) + $signed(Q_matInternal[2][2]) * $signed(RInv_matInternal[0][2]);
        QTxRInv_Internal[1][0]  <= $signed(Q_matInternal[1][0]) * $signed(RInv_matInternal[1][1]) +  $signed(Q_matInternal[2][0]) * $signed(RInv_matInternal[1][2]) ;
        QTxRInv_Internal[1][1]  <= $signed(Q_matInternal[1][1]) * $signed(RInv_matInternal[1][1]) + $signed(Q_matInternal[2][1]) * $signed(RInv_matInternal[1][2]);
        QTxRInv_Internal[1][2]  <= $signed(Q_matInternal[1][2]) * $signed(RInv_matInternal[1][1]) + $signed(Q_matInternal[2][2]) * $signed(RInv_matInternal[1][2]);
        QTxRInv_Internal[2][0]  <= $signed(Q_matInternal[2][0]) * $signed(RInv_matInternal[2][2]);
        QTxRInv_Internal[2][1]  <= $signed(Q_matInternal[2][1]) * $signed(RInv_matInternal[2][2]); 
        QTxRInv_Internal[2][2]  <= $signed(Q_matInternal[2][2]) * $signed(RInv_matInternal[2][2]); 
        Dn_out_Mul              <= 1; 
   end else if (read_mul) begin
     if(!finish_Mul) begin
                QTxRInv_Elem <= (QTxRInv_Internal[count_i][count_j]) >>> 12;
   if ( (count_i == 2'b10 ) && (count_j == 2'b10) ) begin
                finish_Mul <= 1;
      end else if(count_j==2'b10) begin
                    count_i <=count_i+1;
                    count_j <='b0;
      end else begin
                    count_j <=count_j+1;    
      end
     end 
  end
  end
endmodule 
```

## design/flow/run.sh

```bash
#!/bin/bash
# OpenROAD 26Q1-2900-gdf79404cd8, Yosys 0.63+post, stock flow scripts
make -C /OpenROAD-flow-scripts/flow DESIGN_CONFIG=/design/flow/config.mk WORK_HOME=/design/flow/orfs finish
```

## design/flow/config.mk

```make
export PLATFORM = sky130hd
export DESIGN_NAME = MulMatrix
export DESIGN_NICKNAME = MulMatrix
export VERILOG_FILES = /design/flow/design.v
export SDC_FILE = /design/flow/constraint.sdc
export NUM_CORES = 4
export LEC_CHECK = 1
export CORE_UTILIZATION = 30
```

## design/flow/constraint.sdc

```tcl
current_design MulMatrix

set clk_period 18.0
set clk_io_pct 0.2

create_clock -name clk0 -period $clk_period [get_ports {clk}]

set non_clock_inputs [all_inputs -no_clocks]
set_input_delay [expr $clk_period * $clk_io_pct] -clock clk0 $non_clock_inputs
set_output_delay [expr $clk_period * $clk_io_pct] -clock clk0 [all_outputs]
```

==> out/results.ini <==
[worst_hold_path]
min-delay-start=QTxRInv_Elem[3]
min_path_type=register to register

[logic_synthesis]
yosys_area_sq_um=174000
yosys_warnings=4
synth-async-reset-ratio=1.00
simple_gate_share=0.139
fa_ha_area_frac=0.610
synth-xor-area-share=0.0236
postSynthSeqShare=0.0592
topCombFamilyByArea=adder cells
ys_cells=18512
ys_ff=411
syn_area_sq_um=174000
mux_share=0.0158
synth-edff-count=0
synth_cells=18512
synth_cell_types=64
ff_type=dfrtp_1
synth.avg_cell_area_sq_um=9.39
ys_sh_aoi=0.0192

[clock_network]
root_buffer=clkbuf_16
clock_latency_ns=0.71
postCtsHoldBufs=0
cts_tree=built
clk_pin_slew_ns=0.06
cts_sinks=411
clock_path_buffers=3
numCtsBuffers=68
cts-resized-gates=0
h-tree-depth=3
postCtsSetupBuffers=0

[layout]
mostFrequentLayoutCell=inv_1
finalInstanceArea_sq_um=186000
nFillCells=58884
drive_gt1_frac=0.0506
fin_util=0.322
areaGrowthSynthToFinish_pct=7.01
final_cell_mix=inv_1, fa_1, nand2_1, and2_1, ha_1

[sta]
worst_pin_slew_ns=0.997
max_slew_margin=0.330
skew_ns=0.0476
fin_crit_sh=0.497
fmax_mhz=112
setup_tns_ns=0
hold_viol=0
min_period_ns=8.94
finalSetupViolCount=0
worst_slack_ns=9.06
final_max_slew_viol_count=0
rsz0062_at_grt=no

[place]
gp_congestion=0.998
pre_cts_ws_ns=9.12
place_area_sq_um=183000
hpwl_mm=429
io_buffers=55

[grt]
antenna_found_initial=44
grt_pass1_wl_mm=830
grt_pass1_vias=131486
track_usage=0.202
grt_max_degree=145
grt-ovfl-total=0

[worst_setup_path]
crit_arrival_ns=9.49
r2r_start=Q_matInternal[8][7]
cp_slowest_cell=dfrtp_2
cp_max_fo=27
critPathLaunch=Q_matInternal[8][7]
setup.worst_path.class=register to register
slowest_delay_ns=0.93
critPathCaptureType=register
r2r_end=QTxRInv_Internal[2][27]
rrSetupSlack_ns=9.06
cp.required_ns=18.55
crit_top_cell=fa_1
critPathLaunchType=register
cp-endpoint=QTxRInv_Internal[2][27]
r2r_cells=25

[job]
max_cap_viol_count=0
warnings=36

[die]
dieWidth_um=763
ios=56
fp-utilization=0.301
dieArea_sq_um=582000
rows=279
die_y_um=763
coreArea_sq_um=577000

[drt]
wl_per_cell_um=20.7
drtAntennaViolNets=0
totalWireLength_mm=536
firstDrtPassIters=25
drtIter0Drc=5163
drcViolationCount=0
viasPerCell=4.53
dr_total_vias=117098

[outcome]
status=finished clean

kinds of logic (layout without fill, tap and decap cells):
| group | after synthesis | after routing |
|---|---|---|
| buffers and inverters | 6182 | 5745 |
| adder cells (fa/ha/maj) | 5735 | 5735 |
| other | 0 | 73 |
| AND-OR/OR-AND | 515 | 515 |
| AND/OR/NAND/NOR | 4956 | 4956 |
| XOR/XNOR | 468 | 468 |
| flip-flops | 411 | 411 |
| multiplexers | 245 | 245 |
per-layer routing:
layer | wire length (um) | vias to the layer above | track usage
met2 | 237000 | 5082 | 0.298
met4 | 27400 | 20 | 0.0758
li1 | - | 51077 | -
met1 | 192000 | 60083 | 0.245
met3 | 78300 | 836 | 0.124
met5 | 470 | - | 0.00434
layout make-up:
type	instances	area (sq um)	area share
clock inverter	44	739	0.00398
sequential	411	10500	0.0563
timing repair buffer	412	3150	0.0169
tap	7727	9670	0.0520
clock buffer	81	1850	0.00996
inverter	5208	19500	0.105
antenna	73	183	0.000982
multi-input combinational	11919	140000	0.755
synth_stat cells, types with 7 or more instances:
cell type | count | area share
nor2_1 | 96 | 0.0021
dfrtp_1 | 411 | 0.059
ha_1 | 1182 | 0.085
nor2b_1 | 63 | 0.0023
nand2b_1 | 172 | 0.0062
inv_1 | 5207 | 0.11
mux2_2 | 239 | 0.015
a211oi_1 | 11 | 0.00048
xnor2_1 | 386 | 0.019
and3_1 | 12 | 0.00043
xor2_1 | 82 | 0.0041
or4_1 | 7 | 0.00030
a21oi_1 | 94 | 0.0027
nand4_1 | 34 | 0.0012
a221oi_1 | 18 | 0.00091
o31ai_1 | 26 | 0.0011
a21o_1 | 46 | 0.0020
or3_1 | 9 | 0.00032
or2_2 | 9 | 0.00032
a31oi_1 | 9 | 0.00032
fa_1 | 4553 | 0.52
nand2_1 | 2610 | 0.056
o21bai_1 | 11 | 0.00048
a31o_2 | 7 | 0.00035
a22oi_1 | 42 | 0.0018
o21a_1 | 32 | 0.0014
nor3_1 | 34 | 0.00098
clkbuf_1 | 949 | 0.020
o21ai_0 | 157 | 0.0045
buf_1 | 24 | 0.00052
and2_1 | 1850 | 0.067
o41ai_1 | 9 | 0.00045
nand3_1 | 38 | 0.0011
through the flow:
stage / cells / hold WS, ns
floorplan: 18512 / 0.426
finish: 25875 / 0.479
detailed placement: 25677 / 0.470
global route: 25843 / 0.490
CTS: 25802 / 0.483
global placement: 25677 / 0.462
registers in the layout, summed over array words and instances (netlist names):
signal            flops
count_j               2
QTxRInv_Elem         16
finish_Mul            1
QTxRInv_Internal    144
RInv_matInternal     96
wcount_j              2
count_i               2
Dn_out_Mul            1
QTxR_Dn_load          1
Q_matInternal       144
wcount_i              2
critical path: cells and delay by family (launching register included):
family	cells	cell delay [ns]
buf+inv	5	0.79
compound gates	6	1.78
flops	1	0.93
fa+ha+maj	10	4.61
xor+xnor	1	0.14
simple gates	3	0.54
how the worst min path moves through the flow:
stage	slack (ns)	to	depth (start not counted)
6_report	0.48	QTxRInv_Elem[3]	2
4_1_cts	0.48	QTxRInv_Internal[5][18]	2
5_1_grt	0.49	QTxRInv_Internal[5][18]	2
