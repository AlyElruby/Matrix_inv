--- flow/run.sh ---
#!/bin/bash
# OpenROAD 26Q1-2900-gdf79404cd8, Yosys 0.63+post, stock flow scripts
make -C /OpenROAD-flow-scripts/flow DESIGN_CONFIG=/design/flow/config.mk WORK_HOME=/design/flow/orfs finish
--- flow/config.mk ---
export PLATFORM = sky130hd
export DESIGN_NAME = rot_cordic
export DESIGN_NICKNAME = rot_cordic
export VERILOG_FILES = /design/flow/design.v
export SDC_FILE = /design/flow/constraint.sdc
export NUM_CORES = 4
export LEC_CHECK = 1
export CORE_UTILIZATION = 50
--- flow/constraint.sdc ---
current_design rot_cordic

set clk_period 15.2
set clk_io_pct 0.2

create_clock -name clk0 -period $clk_period [get_ports {clk}]

set non_clock_inputs [all_inputs -no_clocks]
set_input_delay [expr $clk_period * $clk_io_pct] -clock clk0 $non_clock_inputs
set_output_delay [expr $clk_period * $clk_io_pct] -clock clk0 [all_outputs]
--- flow/design.v ---
module rot_cordic #(parameter STG  = 12,parameter SIZE = 16,parameter INT  = 4,parameter FRAC = 12) 
 (
    input                                clk,
    input                              rst_n,
    input                              start,  
    input     signed [SIZE-1:0]          Xin, 
    input     signed [SIZE-1:0]          Yin,
    input     signed [SIZE-1:0]        angle,
    output    logic  signed [SIZE-1:0]         Xout,
    output    logic  signed [SIZE-1:0]         Yout,
    output    logic                       done
);
logic   signed     [SIZE-1:0]    X_reg;
logic   signed     [SIZE-1:0]    Y_reg;
logic   signed     [SIZE-1:0]    theta;
logic   signed     [SIZE-1:0]  X_shift;
logic   signed     [SIZE-1:0]  Y_shift;
logic                       theta_sign;
logic              [3:0]     itr_count;
logic   signed [(SIZE*2)-1 : 0] X_mul ,Y_mul;
logic signed [SIZE-1:0] atan_table[0:14];
assign atan_table[00] = 16'h0c90;  
assign atan_table[01] = 16'h076b;  
assign atan_table[02] = 16'h03EB;
assign atan_table[03] = 16'h01fd;  
assign atan_table[04] = 16'h00ff;  
assign atan_table[05] = 16'h007f;
assign atan_table[06] = 16'h003f;
assign atan_table[07] = 16'h001f;
assign atan_table[08] = 16'h000f;
assign atan_table[09] = 16'h0007;
assign atan_table[10] = 16'h0003;
assign atan_table[11] = 16'h0001;
always @(posedge clk , negedge rst_n) begin
  if(!rst_n)begin
    X_reg     <=0;
    Y_reg     <=0;
    theta     <=0;
    done      <=0;
    itr_count <= STG;
   end 
   else if(start) begin
    X_reg       <=  Xin;
    Y_reg       <=  Yin;
    theta       <=angle;
    itr_count   <=    0;
    done        <=    0;
   end 
   else begin
    done <=0;
    if(itr_count != STG) begin
      X_reg <= theta_sign ? X_reg + Y_shift : X_reg - Y_shift;
      Y_reg <= theta_sign ? Y_reg - X_shift : Y_reg + X_shift;
      theta <= theta_sign ? theta + atan_table[itr_count] : theta - atan_table[itr_count];  
            if(itr_count == STG-1) begin
                done<=1;
                itr_count <= STG;
            end
            else begin
                itr_count <= itr_count +1;
                done <= 0;
            end
    end
  end
end
always_comb begin 
  X_shift    = X_reg>>>itr_count;                  
  Y_shift    = Y_reg>>>itr_count;
  theta_sign =theta[SIZE-1];                      
  X_mul =    ($signed(X_reg) * $signed(16'h09b8))>>>12;
  Y_mul =    ($signed(Y_reg) * $signed(16'h09b8))>>>12;
  Xout       =  X_mul;
  Yout       =  Y_mul;
end
endmodule
==> flow_metrics.tcl <==
# place-and-route summary
set metrics [dict create \
    fin_crit_sh_pct 61.60 \
    cts_root_buf "clkbuf_16" \
    grt_pass1_wl_um 49890 \
    vias_per_cell 5.554 \
    yosys.stat.seqShare_pct 10.60 \
    syn_area_sq_um 12530 \
    critPathMaxFanout 12 \
    warnings 30 \
    hp-class "reg2reg" \
    status "completed" \
    ant_nets 0 \
    pre_cts_ws_ns 6.200 \
    cts_tree "done" \
    synth.area.top_cells "fa_1 19%, ha_1 18%, dfrtp_1 10%" \
    diodes 0 \
    cts_sinks 53 \
    grt_pass1_vias 9680 \
    final_layout_size_suffix_gt1_share_pct 6.545 \
    dr_total_vias 10030 \
    critPathKind "reg2out" \
    worstSkewPairLatency_ns 0.31 \
    timing.final.max_slew_violations 0 \
    netlist_instances 1428 \
    core-area_sq_um 24460 \
    yosysCellCount 1428 \
    dieArea_sq_um 25700 \
    wire_per_inst_um 16.45 \
    dr_wl_met3_um 1890 \
    avgSynthCellArea_sq_um 8.776 \
    ys_seq_elements 53 \
    cts_made_buffers 5 \
    final_area_sq_um 13830 \
    worst_ep_required_time_ns 12.16 \
    gp_congestion 0.9413 \
    cts_setup_buffers 0 \
    crit_slowest_cell "dfrtp_1" \
    finalHoldViolations 0 \
    h-tree-depth 2 \
    met2WireLength_um 13050 \
    fin_crit_ns 9.363 \
    fin_skew_ns 0.009576 \
    overflow 0 \
    path_clk_slew_ns 0.08 \
    cts_resized 0 \
    synthArstFlopShare_pct 100.0 \
    ff_type "dfrtp_1" \
    r2r_start "itr_count[0]$_DFFE_PN0P_" \
    worst_pin_slew_ns 0.7901 \
    wirelength_met1_um 14300 \
    drt_pass1_iterations 5 \
    die_y_um 160.3 \
    max-cap-violations 0 \
    ys_chip_area_sq_um 12530 \
    worstPathArrival_ns 6.32 \
    wl_um 29710 \
    ff2ff_path_depth 17 \
    fp.dieW_um 160.3 \
    track_usage_pct 25.48 \
    grt_setup_unrepaired "no" \
    flow.area_growth_from_synthesis_pct 10.39 \
    crit_path_cell_trace "ha_1 -> inv_1 -> fa_1 -> fa_1 -> inv_1 -> fa_1 -> inv_1 -> fa_1 -> inv_1 -> ha_1 -> a21o_1 -> a21oi_1 -> o21ai_0 -> a31oi_1 -> o21ai_0 -> a41oi_1 -> a21boi_0 -> o41ai_1 -> xnor2_1 -> clkdlybuf4s50_1" \
    max_slew_margin_pct 47.33 \
    fin_ws_ns 5.837 \
    synthDistinctLibCells 78 \
    max_freq_ghz 0.1068 \
    placed_cells 1798 \
    most-common-layout-cells "248 x inv_1, 177 x ha_1, 117 x fa_1" \
    row_count 57 \
    fin_setup_tns_ns 0 \
    grt_max_degree 56 \
    cts_hold_buf 0 \
    port_buffers 83 \
    top_area_cell "fa_1" \
    crit_start "Y_reg[8]$_DFFE_PN0P_" \
    antenna_found_initial 0 \
    worst_r2r_endpoint "Y_reg[15]$_DFFE_PN0P_" \
    cts_buffer_depth 2 \
    setup_viol 0 \
    r2r_slack_ns 9.56 \
    drt_iter0_drc 589 \
    synth_warnings 50 \
    initCoreUtil_pct 51.23 \
    layout.cells.non_filler 1806 \
    placed_area_sq_um 13660 \
    cp_slowest_stage_delay_ns 0.65 \
    lay_top_count "inv_1" \
    hpwlAfterDp_um 23370 \
    crit_end "Yout[14]" \
    yosys.area.top_type_share_pct 18.69 \
    ioPinCount 84 \
    top_layer "met4" \
    cp-start-kind "register" \
    synth-edff-count 0 \
    drc_errors 0 \
    end_kind "output port" \
]
-- cell type report --
cell class	instances	area, sq um
clock buffers	6	138.9
fillers	2215	10630
well taps	324	405.4
inverters	252	945.9
multi-input cells	1069	10030
flip-flops and latches	53	1330
repair buffers	100	948.4
clock inverters	2	37.54
-- worst min path at each step --
stage	slack [ns]	cells past startpoint	from	to
4_1_cts	0.60	2	theta[0]$_DFFE_PN0P_	theta[0]$_DFFE_PN0P_
5_1_grt	0.63	2	theta[0]$_DFFE_PN0P_	theta[0]$_DFFE_PN0P_
6_report	0.60	2	itr_count[1]$_DFFE_PN0P_	itr_count[1]$_DFFE_PN0P_
-- critical path: cells and delay by family, from the launching register on --
| family | cells | cell delay, ns |
|---|---|---|
| AND-OR/OR-AND | 8 | 1.97 |
| XOR/XNOR | 1 | 0.16 |
| adder cells (fa/ha/maj) | 6 | 2.57 |
| buffers and inverters | 5 | 0.68 |
| flip-flops | 1 | 0.65 |
-- synthesized netlist by cell type (all sizes together), types with 12 or more instances --
cell,count
a211oi,12
a21o,20
a21oi,100
a31oi,12
and3,12
buf,16
clkbuf,38
dfrtp,51
fa,117
ha,177
inv,249
mux2,26
mux2i,24
mux4,32
nand2,77
nand3,16
nor2,97
nor3,32
o21a,17
o21ai,67
xnor2,66
xor2,35
-- per-stage QoR --
stage          utilization [%]  hold slack (ns)
3_3_place_gp             55.83           0.5666
6_report                 56.55           0.5961
4_1_cts                  56.55           0.5982
3_5_place_dp             55.83           0.5903
2_1_floorplan                -           0.5360
5_1_grt                  56.55           0.6313
-- kinds of logic (layout without fill, tap and decap cells) --
kind of cell	Yosys count	in the layout	share of synthesized area (%)
AOI/OAI and AO/OA	304	304	15.44
xor gates and xnor gates	101	101	7.059
adders and majority gates	294	294	36.36
buffers and inverters	306	360	9.455
DFF	53	53	10.60
muxes	82	82	10.30
and+or+nand+nor	288	288	10.78
-- routing by layer --
metal	GRT usage (%)	up-vias
li1	-	4988
met1	41.31	4729
met2	37.39	287
met3	5.534	27
met4	3.420	0
met5	0	-
